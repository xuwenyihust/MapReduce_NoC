[./run.sh]
#!/bin/bash
# OpenROAD 26Q1-2900-gdf79404cd8, Yosys 0.63+post, stock flow scripts
make -C /OpenROAD-flow-scripts/flow DESIGN_CONFIG=/design/flow/config.mk WORK_HOME=/design/flow/orfs finish
[./config.mk]
export PLATFORM = sky130hd
export DESIGN_NAME = reducer
export DESIGN_NICKNAME = reducer
export VERILOG_FILES = /design/flow/design.v
export SDC_FILE = /design/flow/constraint.sdc
export NUM_CORES = 4
export LEC_CHECK = 1
export CORE_UTILIZATION = 50
export SYNTH_MEMORY_MAX_BITS = 65536
[./constraint.sdc]
current_design reducer

set clk_period 272.4
set clk_io_pct 0.2

create_clock -name clk0 -period $clk_period [get_ports {clk}]

set non_clock_inputs [all_inputs -no_clocks]
set_input_delay [expr $clk_period * $clk_io_pct] -clock clk0 $non_clock_inputs
set_output_delay [expr $clk_period * $clk_io_pct] -clock clk0 [all_outputs]
[./design.v]
module reducer(clk, rst, write_in, pair_in, result);
	parameter data_size = 32; 
	parameter word_length = 128;	
	parameter word_num	  = 64;		
	parameter START		= 4'b0000;
	parameter IDLE 		= 4'b0001; 
	parameter COMBINE	= 4'b0010;
	input clk;
	input rst;	
	input write_in;		 
	input [data_size-1:0] pair_in;		 
	output reg [31:0] result;
	reg [3:0] count; 
	reg count_flag;	  
	reg count_flag_1;
  	always@(posedge clk or negedge rst)
		  if(!rst) begin
			 count_flag <= 0;
		  end
	  	  else 
			count_flag <= write_in;
	always@(posedge clk or negedge rst)
		  if(!rst) begin
			 count_flag_1 <= 0;
		  end
		  else if(write_in && ~count_flag) 
		     count_flag_1 <= 1;
		else
			count_flag_1 <= 0;	   
	always@(posedge clk or negedge rst)	
		if(!rst)
			count <= 0;
		else if(count_flag_1)
			count <= count + 1;
	reg [word_length-1:0] mem_word [word_num-1:0];		 
	reg [word_length-1:0] key_lut [3:0];
	reg [5:0] row_pt;			 
	reg [5:0] row_pt_pre;
	reg [7:0] col_pt;			 
	reg [7:0] pt;                
	reg [2:0] lut_pt;            
	reg [6:0] i;				 
	reg [3:0] current_state;
	reg [3:0] next_state; 
	always@(posedge clk or negedge rst)
		if(!rst)
			row_pt_pre <= 6'b0;
		else
			row_pt_pre <= row_pt;
	wire row_change;		
	assign row_change = (row_pt != row_pt_pre);		
	always@(posedge clk)	
		if(!rst)
			current_state <= START;
		else
			current_state <= next_state;
	always@*	  
		begin
			case(current_state)	
				START:	begin  
					if(write_in == 1)	next_state = COMBINE;
					else	next_state = START;
					end
				IDLE:	begin  
					if(write_in == 1)	next_state = COMBINE;
					else	next_state = IDLE;	
					end	
				COMBINE: begin 
					if(write_in == 0)	next_state = IDLE;
					else	next_state = COMBINE;
					end
				default: begin	
					next_state = START;
					end
			endcase
		end	  
	always@(posedge clk)
		case(current_state)
			START: begin 
				row_pt <= 0;
				col_pt <= 0;	  
				for(i=0; i<=63; i=i+1)
					mem_word[i] <= 128'b0; 
			end
			IDLE: begin
			end	  
			COMBINE: begin	  
				if (col_pt == 128) begin
					row_pt <= row_pt + 1;
					col_pt <= 0;
				end
				else if(write_in == 1) begin
					mem_word[row_pt] <= mem_word[row_pt] + (pair_in<<col_pt);	  
					col_pt <= col_pt + 32;
				end
			end
		endcase
  always@(posedge clk)
  if (!rst)
    begin
    lut_pt <= 0;
    pt<= 0;
    result <= 32'b0;
    key_lut[0] <= 128'b0;
    key_lut[1] <= 128'b0;
    key_lut[2] <= 128'b0;
    key_lut[3] <= 128'b0;
  end
    else if ((mem_word[row_pt-1]!=key_lut[0]) && (mem_word[row_pt-1]!=key_lut[1]) && (mem_word[row_pt-1]!=key_lut[2]) && (mem_word[row_pt-1]!=key_lut[3])  && (col_pt==0)&&(row_change==1))
      begin
        result <= result + (8'b00000001 << pt);
        key_lut[lut_pt] <= mem_word[row_pt-1];
        lut_pt <= lut_pt +1;
        pt <= pt+8;
      end
      else if ((mem_word[row_pt-1]==key_lut[0]) && (key_lut[0]!=0)&& (col_pt==0)&&(row_change==1))
      begin
      result[7:0] <= result[7:0] + 1;
      end
      else if ((mem_word[row_pt-1]==key_lut[1]) && (key_lut[1]!=0)&& (col_pt==0)&&(row_change==1))
           begin
           result[15:8] <= result[15:8] + 1;
           end
      else if ((mem_word[row_pt-1]==key_lut[2]) && (key_lut[2]!=0)&& (col_pt==0)&&(row_change==1))
                 begin
                 result[23:16] <= result[23:16] + 1;
                 end
                 else if ((mem_word[row_pt-1]==key_lut[3]) && (key_lut[3]!=0)&& (col_pt==0)&&(row_change==1))
                            begin
                            result[31:24] <= result[31:24] + 1;
                            end
endmodule
==> impl_metrics.ini <==
; flow metrics
[detailed_routing]
viasPerCell = 7.29
post_drt_wl_per_cell_um = 50.0
ant_nets = 0
num_vias = 321000
drt_iter0_drc = 29400
drc = 0
drt_pass1_iterations = 6
routed_wl_um = 2200000

[pwr]
leakage_uw = 0.172
switching_share_pct = 36.3
p_seq_share_pct = 39.3
power.switching_uw = 1490
power_frac_comb_pct = 29.8
vdd_ir_drop_max_uv = 6.87
p_int_uw = 2610
clock_power_share_pct = 30.9
power_density_nw_per_um2 = 8.14
power.total_uw = 4100

[outcome]
violations = capacitance limit, slew limit
outcome = complete, but fails checks

[logic_synthesis]
synthFlopType = edfxtp_1
synth_cell_type_count = 99
ys_area_sq_um = 453000
edf_count = 8713
yosysWarnings = 1
async_flop_share_pct = 0.0684
synth_area_sq_um = 453000
ys_seq_share_pct = 58.0
syn_inst = 31300
ys_cells = 31300
synth_flops = 8766
synth.avg_cell_area_sq_um = 14.5
yosys.area.top_type_share_pct = 57.7
synthTopCellsByArea = edfxtp_1 58%, mux4_2 24%, nor2_1 7.4%, clkbuf_1 2.0%, nand2_1 1.3%
synth_area_leader_cell = edfxtp_1

[sta]
finalSetupViolCount = 0
hold_viol = 0
finalMaxSlewViolations = 33
fin_crit_sh_pct = 22.8
clock.fmax_mhz = 16.1
fin_ws_ns = 210.37
setup-tns-final_ns = 0
period_needed_ns = 62.03
max_slew.worst_pin.slew_ns = 1.63
slew_headroom_pct = -8.90
finClkSkew_ns = 0.125
grt_setup_unrepaired = no

[flow_run]
warnings = 29
drv_cap = 2

[global_route]
grt_max_degree = 92
grt_pass1_wl_um = 2920000
antenna_found_initial = 246
overflow = 0
grt_pass1_vias = 335000
grtUsageTotal_pct = 54.2

[final_layout]
final_cell_area_sq_um = 504000
fin_cells = 44000
drive_gt1_share_pct = 26.9
syn_to_final_growth_pct = 11.2
fillers = 69200

[floorplan]
die_x_um = 954
core_sq_um = 903000
rows = 349
io-pin-count = 67
die_h_um = 954
die_area_sq_um = 910000
initial_core_util_pct = 50.2

[placed_design]
io_buffers = 66
hpwl_um = 1430000
placed_cell_area_sq_um = 474000
gp_congestion = 1.08
pre_cts_slack_ns = 209.36
dp_cells = 41900

[critical_path]
worstPathMaxFanout = 63
max_stage_delay_ns = 0.95
cp_data_arrival_time_ns = 62.88
cp_slowest_cell = o31ai_1
cp-start-kind = input port
worstSetupEndpointType = flip-flop
cp.required_ns = 273.24
crit_chain = clkdlybuf4s50_1 -> and2_1 -> ha_1 -> inv_1 -> fa_2 -> nor2b_1 -> o21a_1 -> o21ai_0 -> a21oi_1 -> a211oi_2 -> a2111oi_1 -> a211oi_1 -> o21ai_0 -> a31oi_1 -> o31ai_1 -> a211oi_2 -> o31a_1 -> o311ai_0 -> buf_4 -> xnor2_2 -> buf_4 -> nor2_1
crit_type = input port to flip-flop

[clock_tree]
worstSkewPairLatency_ns = 1.24
clock-sinks = 8766
htreeDepth = 6
cts_hold_buf = 0
cts_root_buf = clkbuf_16
cts_tree = done
post_cts_resized = 0
clk_pin_slew_ns = 0.06
cts_setup_buffers = 0
cts_buffers = 951
cts_max_path_buffers = 5

[worst_hold_path]
holdCritPathClass = flip-flop to flip-flop
[power by group through the flow]
stage / Sequential [uW] / Combinational [uW] / Clock (uW)
CTS: 1610 / 1170 / 1270
global route: 1620 / 1230 / 1310
finish: 1610 / 1220 / 1270
[kinds of logic after synthesis]
group | synth area share [%]
XOR/XNOR | 1.35
AND/OR/NAND/NOR | 11.0
buffers and inverters | 3.10
multiplexers | 24.5
AND-OR/OR-AND | 1.59
flip-flops | 58.0
adder cells (fa/ha/maj) | 0.391
[worst max-delay path: cells and delay by family]
family                   cells  cell delay (ns)
adder cells (fa/ha/maj)      2             0.65
XOR/XNOR                     1             0.15
buffers and inverters        4             1.62
AND-OR/OR-AND               12             5.46
AND/OR/NAND/NOR              3             0.47
[path summary, 6_finish.rpt]
kind                                              start                               to  slack [ns]  cells after the start
worst max-delay path                         pair_in[0]  mem_word[24][120]$_SDFFCE_PN0P_      210.37                     22
worst min register to register  result[30]$_SDFFE_PN0P_          result[30]$_SDFFE_PN0P_        0.49                      2
min in group asynchronous                           rst          row_pt_pre[0]$_DFF_PN0_       53.82                      2
max in group asynchronous                           rst          row_pt_pre[1]$_DFF_PN0_      218.23                      2
worst min-delay path            result[30]$_SDFFE_PN0P_          result[30]$_SDFFE_PN0P_        0.49                      2
worst max register to register                flip-flop  mem_word[24][120]$_SDFFCE_PN0P_      257.45                     27
[cell usage after synthesis, types with 66 or more instances]
library cell	number
nor3_1	158
buf_1	312
a21o_1	103
mux4_2	4870
mux2i_1	96
edfxtp_1	8713
o21ai_0	140
xnor2_1	310
nor2_1	8915
ha_1	140
and3_1	88
o22ai_1	154
buf_2	379
nand3_1	130
and2_1	192
xor2_1	387
a21oi_1	292
buf_4	113
inv_1	66
nor4_1	183
nand2_1	1540
clkbuf_1	2433
nand4_1	797
[placed cells by master (no fill, tap or decap), drive strengths merged, types with 86 or more instances in the layout]
master and n:
xor2 387, nor3 159, xnor2 310, clkinv 435, nor2 8915, a21o 103
nand2 1540, buf 1970, nor4 185, inv 86, diode 315, nand3 130
nand4 797, a21oi 295, ha 140, clkbuf 1199, mux4 4870, edfxtp 8713
and2 194, o22ai 154, and3 88, mux2i 97, o21ai 145
[layout make-up]
type | instances | area, sq um | area share (%)
sequential | 8766 | 263000 | 52.2
multi-input combinational | 19100 | 179000 | 35.6
antenna | 315 | 788 | 0.156
clock buffer | 1199 | 25000 | 4.97
clock inverter | 532 | 4380 | 0.870
tap | 11900 | 14900 | 2.96
inverter | 68 | 260 | 0.0517
timing repair buffer | 2035 | 16200 | 3.21
[metrics by stage]
stage	hold WS (ns)	util, %
5_1_grt	0.522	55.7
6_report	0.491	55.8
3_3_place_gp	0.469	52.4
2_1_floorplan	0.349	-
4_1_cts	0.492	55.7
3_5_place_dp	0.486	52.4
[per-layer routing]
metal	track usage (%)	wire length (um)
met5	24.2	23700
met4	40.5	232000
met3	50.6	493000
met2	65.8	892000
met1	54.9	558000
[flip-flops by register name, summed over array words and instances (netlist names), named ones only]
| register | flops |
|---|---|
| mem_word | 8192 |
| key_lut | 512 |
| result | 32 |
| row_pt | 6 |
| row_pt_pre | 6 |
| pt | 5 |
| col_pt | 3 |
| current_state | 2 |
| lut_pt | 2 |
